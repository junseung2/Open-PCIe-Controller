### ./constraint.sdc
current_design PCIe_arbiter

set clk_period 39.9
set clk_io_pct 0.2

create_clock -name clk0 -period $clk_period [get_ports {clk}]

set non_clock_inputs [all_inputs -no_clocks]
set_input_delay [expr $clk_period * $clk_io_pct] -clock clk0 $non_clock_inputs
set_output_delay [expr $clk_period * $clk_io_pct] -clock clk0 [all_outputs]
### ./run.sh
#!/bin/bash
# OpenROAD 26Q1-2900-gdf79404cd8, Yosys 0.63+post, stock flow scripts
make -C /OpenROAD-flow-scripts/flow DESIGN_CONFIG=/design/flow/config.mk WORK_HOME=/design/flow/orfs finish
### ./design.v
module PCIe_arbiter (
    input  wire             clk,
    input  wire             rst_n,
    input  wire             vc0_empty,
    input  wire [223:0]     vc0_rdata,
    input  wire             vc1_empty,
    input  wire [223:0]     vc1_rdata,
    input  wire             tlp_ready_i,
    input  wire             fc_valid_i,      
    output reg              vc0_rden,
    output reg              vc1_rden,
    output reg              tlp_valid_o,
    output reg [223:0]      tlp_o
);
    reg arbiter_select, arbiter_select_n;
    always_ff @(posedge clk or negedge rst_n) begin
        if (!rst_n) begin
            arbiter_select <= 1'b0;
        end else begin
            arbiter_select <= arbiter_select_n;
        end
    end
    always_comb begin
        vc0_rden = 1'b0;
        vc1_rden = 1'b0;
        tlp_valid_o = 1'b0;
        tlp_o = 224'd0;
        if (tlp_ready_i && fc_valid_i) begin
            if (arbiter_select) begin
                if (!vc0_empty) begin
                    vc0_rden = 1'b1;
                    tlp_valid_o = 1'b1;
                    tlp_o = vc0_rdata;
                end else if (!vc1_empty) begin
                    vc1_rden = 1'b1;
                    tlp_valid_o = 1'b1;
                    tlp_o = vc1_rdata;
                end
            end else begin
                if (!vc1_empty) begin
                    vc1_rden = 1'b1;
                    tlp_valid_o = 1'b1;
                    tlp_o = vc1_rdata;
                end else if (!vc0_empty) begin
                    vc0_rden = 1'b1;
                    tlp_valid_o = 1'b1;
                    tlp_o = vc0_rdata;
                end
            end
            if (tlp_valid_o && tlp_ready_i) begin
                arbiter_select_n = ~arbiter_select;
            end else begin
                arbiter_select_n = arbiter_select;
            end
        end else begin
            arbiter_select_n = arbiter_select;
        end
    end
endmodule
### ./config.mk
export PLATFORM = sky130hd
export DESIGN_NAME = PCIe_arbiter
export DESIGN_NICKNAME = PCIe_arbiter
export VERILOG_FILES = /design/flow/design.v
export SDC_FILE = /design/flow/constraint.sdc
export NUM_CORES = 4
export LEC_CHECK = 1
export CORE_AREA = 10 10 266 266
export DIE_AREA = 0 0 276 276
==> run summary <==
run results: global-route wire length before repair 63300 um, max-capacitance violation count 0, antenna violation net count after detailed routing 0, total number of vias 5786, peak per-stage delay on the critical path 690 ps, final RePlAce weighted congestion 1.02, Flops after synth 1, flip-flop count of the largest register after layout 1, endpoint of the worst-slack reg-to-reg timing path arbiter_select, CP required 31920 ps, distinct cell type count after synthesis 13, most frequent cell after synthesis a22o_1, maximum number of pins on one net before global-route repair 80, most used standard cells in the synthesized netlist 224 x a22o_1, 20 x clkbuf_1, 13 x buf_2, 11 x buf_4, 4 x buf_1, maximum ir drop on the vdd rail 0.00000987 V, share of the synthesized area in the top cell type 86.1%, Crit path depth 8, Congestion Overflow GR 0, Tcrit/Tclk final 48.6%, critical path capture point type output pin, depth of the worst register-to-register path 1, register area share after synthesis 1.10%, Clock Latency Late Sink 0 ps, largest driver fanout on the critical path 78, share of cells above drive strength 1 1.09%, global-route usage over all layers 12.2%, first-pass iteration count of the detailed router 6, cell type with the largest total area a22o_1, buffers added on ports 680, hold_buf cts 0, unrepaired setup endpoints after global routing no, cells along the critical path clkdlybuf4s50_1, nand2_1, nor3_4, buf_4, buf_4, buf_4, a22o_1, clkdlybuf4s50_1, Worst-Margin Slew 889 ps, P per Cell Area 11.0 mW/mm^2, Critical Setup Path Class in2out, number of standard cells after synthesis 280, dominant synthesized flop cell dfrtp_1, number of cell instances after yosys synthesis 280, clock transition time at the flip-flop clock pins of the worst setup and hold paths 0 ps, family with the most delay on the worst path buffers and inverters, Worst Setup Slack post-DPL 20380 ps, yosys synthesis warning count 1, most frequent cell on the critical path buf_4, Reg with most FFs arbiter_select, class of the most critical hold timing path reg2reg, fin crit period 19400 ps, via count of the first global-routing pass 6131, core area 0.0647 sq mm, status complete, no violations, number of remaining DRC errors 0, Die H 276 um, die width 276 um, Pre-Place Util 3.52%, timing-limited maximum frequency 0.0515 GHz, detailed-route vias per instance 3.25, startpoint of the lowest-slack register-to-register path arbiter_select, count of buffering cells on the critical path with inverters included 5, number of gates resized after CTS 0, end point of the most critical hold path arbiter_select, setup total negative slack 0 ps, Max-Slew Margin vs Limit 40.7%, count of endpoints failing hold in the final timing report 0, registers with the highest flip-flop counts arbiter_select (1), leakage power 3.41 nW, chip area estimate from yosys synthesis 0.00228 sq mm, WL/cell 27.3 um, Post-Syn Area per Cell 8.14 sq um, initial drt markers 254, IO Count 681, dominant cells by area after synthesis a22o_1 86%, buf_4 3.6%, clkbuf_1 3.3%, buf_2 2.9%, dfrtp_1 1.1%, site row count 93, full die area 0.0762 sq mm, Max Clock Skew 0 ps, post-detailed-placement half-perimeter wirelength 45100 um, setup slack after layout 20500 ps, post-synthesis to final-layout area growth 339%, fraction of synthesis flops using an asynchronous set or reset pin 100%, Worst EP arrival 11420 ps, buffers inserted by post-CTS timing repair 0, number of OpenROAD warnings 28, final wirelength 48600 um, origin of the worst min-delay path arbiter_select, hold path depth 1, EDFF count, synth 0, initial antenna violation count 38, cell at the slowest stage of the critical path buf_4, startpoint types input pin, Worst R2R Setup Slack 39210 ps, final count of pins violating max slew 0, post-synthesis cell area 0.00228 sq mm, final setup violation count 0
==> cell type report <==
class	instances	area, sq um
Antenna cell	4	10.0
Multi-Input combinational cell	231	2020
Fill cell	7207	54700
Timing Repair Buffer	688	6870
Tap cell	855	1070
Sequential cell	1	25.0
==> through the flow <==
stage | hold WS, ps | area, sq um | util [%] | power, W | cells
final | 495 | 9990 | 15.4 | 0.000110 | 1779
after global routing | 513 | 9980 | 15.4 | 0.000117 | 1775
after CTS | 500 | 9980 | 15.4 | 0.000112 | 1775
after detailed placement | 495 | 9980 | 15.4 | 0.000111 | 1775
after global placement | 504 | 9980 | 15.4 | 0.000111 | 1775
after floorplan | 456 | 2280 | - | 0.0000225 | 280
==> metal layers <==
metal | part of all wire [%] | global-route usage [%]
met1 | 42 | 15.4
met2 | 45 | 19.4
met3 | 12 | 5.94
met4 | 0.85 | 0.279
met5 | 0.28 | 0
==> cells in the final DEF (no fill, tap or decap) <==
| master | instances |
|---|---|
| buf_4 | 8 |
| nor3_4 | 2 |
| nor2b_1 | 1 |
| diode_2 | 4 |
| a21oi_1 | 1 |
| nor2_1 | 1 |
| nand2_1 | 1 |
| a22o_1 | 224 |
| clkdlybuf4s50_1 | 680 |
| xor2_1 | 1 |
| dfrtp_1 | 1 |
==> how the worst max path moves through the flow <==
stage | from | endpoint | slack (ps)
after CTS | fc_valid_i | tlp_o[3] | 20370
after global routing | fc_valid_i | tlp_o[3] | 20240
final | fc_valid_i | tlp_o[175] | 20500
==> cell families (layout without fill, tap and decap cells) <==
kind of cell	Yosys count	after routing	share of synthesized area, %
AOI/OAI and AO/OA	225	225	86.3
DFF	1	1	1.10
other	0	4	0
and+or+nand+nor	5	5	1.76
xor gates and xnor gates	1	1	0.384
buffers and inverters	48	688	10.4
==> where the power goes <==
| part | switching [W] | total, W | internal [W] |
|---|---|---|---|
| clock | 0 | 0.0000000000135 | 0.0000000000135 |
| combinational | 0.0000306 | 0.000108 | 0.0000775 |
| sequential | 0.000000474 | 0.00000204 | 0.00000156 |
| total | 0.0000311 | 0.000110 | 0.0000791 |
Power is estimated from default activity; no workload was simulated.
