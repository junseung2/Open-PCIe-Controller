## flow/constraint.sdc

```tcl
current_design PCIe_FIFO

set clk_period 117.5
set clk_io_pct 0.2

create_clock -name clk0 -period $clk_period [get_ports {clk}]

set non_clock_inputs [all_inputs -no_clocks]
set_input_delay [expr $clk_period * $clk_io_pct] -clock clk0 $non_clock_inputs
set_output_delay [expr $clk_period * $clk_io_pct] -clock clk0 [all_outputs]
```

## flow/run.sh

```bash
#!/bin/bash
# OpenROAD 26Q1-2900-gdf79404cd8, Yosys 0.63+post, stock flow scripts
make -C /OpenROAD-flow-scripts/flow DESIGN_CONFIG=/design/flow/config.mk WORK_HOME=/design/flow/orfs finish
```

## flow/config.mk

```make
export PLATFORM = sky130hd
export DESIGN_NAME = PCIe_FIFO
export DESIGN_NICKNAME = PCIe_FIFO
export VERILOG_FILES = /design/flow/design.v
export SDC_FILE = /design/flow/constraint.sdc
export NUM_CORES = 4
export LEC_CHECK = 1
export CORE_UTILIZATION = 50
```

## flow/design.v

```verilog
module PCIe_FIFO #(
    parameter       DEPTH_LG2           = 4,
    parameter       DATA_WIDTH          = 224
    )
(
    input   wire                        clk,
    input   wire                        rst_n,
    output  wire                        full_o,
    input   wire                        wren_i,
    input   wire    [DATA_WIDTH-1:0]    wdata_i,
    output  wire                        empty_o,
    input   wire                        rden_i,
    output  wire    [DATA_WIDTH-1:0]    rdata_o
);
    localparam  FIFO_DEPTH              = (1<<DEPTH_LG2);
    reg     [DATA_WIDTH-1:0]            mem[FIFO_DEPTH];
    reg                                 full,       full_n,
                                        empty,      empty_n;
    reg     [DEPTH_LG2:0]               wrptr,      wrptr_n,
                                        rdptr,      rdptr_n;
    always_ff @(posedge clk)
        if (!rst_n) begin
            for (int i=0; i<FIFO_DEPTH; i++) begin
                mem[i]                      <= {DATA_WIDTH{1'b0}};
            end
        end
        else begin
            if (wren_i) begin
                mem[wrptr[DEPTH_LG2-1:0]]   <= wdata_i;
            end
        end
    always_ff @(posedge clk)
        if (!rst_n) begin
            full                        <= 1'b0;
            empty                       <= 1'b1;     
            wrptr                       <= {(DEPTH_LG2+1){1'b0}};
            rdptr                       <= {(DEPTH_LG2+1){1'b0}};
        end
        else begin
            full                        <= full_n;
            empty                       <= empty_n;
            wrptr                       <= wrptr_n;
            rdptr                       <= rdptr_n;
        end
    always_comb begin
        wrptr_n                     = wrptr;
        rdptr_n                     = rdptr;
        if (wren_i) begin
            wrptr_n                     = wrptr + 'd1;
        end
        if (rden_i) begin
            rdptr_n                     = rdptr + 'd1;
        end
        empty_n                     = (wrptr_n == rdptr_n);
        full_n                      = (wrptr_n[DEPTH_LG2]!=rdptr_n[DEPTH_LG2])
                                     &(wrptr_n[DEPTH_LG2-1:0]==rdptr_n[DEPTH_LG2-1:0]);
    end
    // synthesis translate_off
    always @(posedge clk) begin
        if (full_o & wren_i) begin
            $display("FIFO overflow");
            @(posedge clk);
            $finish;
        end
    end
    always @(posedge clk) begin
        if (empty_o & rden_i) begin
            $display("FIFO underflow");
            @(posedge clk);
            $finish;
        end
    end
    // synthesis translate_on
    assign  full_o                      = full;
    assign  empty_o                     = empty;
    assign  rdata_o                     = mem[rdptr[DEPTH_LG2-1:0]];
endmodule
```

==> flow_summary.ini <==
; flow metrics
[worst_setup_path]
arrival_ps = 7230
cpPeakStageDelay_ps = 710
worstPathMaxFanout = 40
critPathKind = flop to primary output
worstPathCellList = buf_4, buf_4, buf_4, buf_4, buf_4, buf_4, mux2i_1, a221oi_1, o21ai_0, nand2_1, clkdlybuf4s50_1
required_ps = 94000
start_kind = flop
r2r_end = mem[0][11]
r2r_cells = 10
critPathCaptureType = primary output
slowest_stage = buf_4
reg2reg_slack_ps = 111760
crit_top_cell = buf_4
timing.rr.start = wrptr[0]

[sta]
min_period_ps = 30730
fin_tns_setup_ps = 0
skew_ps = 31.6
setup_viol_count_final = 0
rsz0062_at_grt = false
max_freq_mhz = 32.5
slew_violations = 0
tightest_slew_ps = 970
whs_ps = 517
fin_crit_sh_pct = 26.2
relSlewSlack_pct = 35.3
hold_viol = 0

[route]
drt.antenna.violating_nets = 0
drtPass1Iterations = 25
vias = 98012
drt_iter0_markers = 6381
drc = 0
wl_per_cell_um = 31.4
wirelength_mm = 490
viasPerCell = 6.29

[grt]
grtUsageTotal_pct = 33.0
grt_pass1_vias = 103311
grt_pass1_wl_mm = 709
grt_max_degree = 159
antenna_found_initial = 84
grt-ovfl-total = 0

[synthesis]
edf_count = 3584
synth_stat.cells = 11033
avgSynthCellArea_um2 = 14.8
ys_seq_elements = 3596
async_flop_share_pct = 0
synth_seq_share_pct = 66.1
yosys.cell_types.count = 39
synth_area_mm2 = 0.163
synth_warnings = 2
synthFlopType = edfxtp_1
synthCells = 11033
yosys_area_mm2 = 0.163

[worst_hold_path]
whs_path_depth = 2
min_to = rdptr[4]
worstHoldStart = rdptr[4]
hold_class = flop to flop

[job]
max-cap-violations = 0
tool_warnings = 50

[layout]
fin_cells = 15570
drive_above_1_share_pct = 11.8
fin_util_pct = 56.2
area_delta_synth_final_pct = 11.8

[die]
fp_util_pct = 50.3
fp.dieH_um = 573
ios = 454
num_rows = 209
core_area_mm2 = 0.325
die-area_mm2 = 0.329
fp.dieW_um = 573

[outcome]
status = finished clean

[place]
post-dp-hpwl_mm = 256
placed_cells = 14829
io_buffers = 453
gp_congestion = 0.836

[clocking]
insertion_delay_ps = 940
post-cts-setup-buffers = 0
cts_buffers = 381
clock-root-buffer = clkbuf_16
cts_sinks = 3596
ctsHoldBuffers = 0
cts_resized = 0
h-tree-depth = 5
cts_buffer_depth = 4
cts_tree = yes
clkTransAtPathRegs_ps = 60

[pwr]
leakagePower_uw = 0.0739
irDropWorstVdd_mv = 0.0126
power_density_mw_per_mm2 = 15.9
-- worst max-delay path: cells and delay by family, from the launching register on --
kind	cells	cell delay [ps]
simple gates	1	160
buf+inv	7	4490
flops	1	640
mux	1	160
compound gates	2	650
-- Yosys cell counts (3+ instances only) --
master	number	area [µm²]
dfxtp_1	12	240
nor2_1	10	37.5
a221oi_1	448	3920
mux2i_1	898	8990
and2_1	899	5620
buf_2	105	526
inv_1	3	11.3
xor2_1	9	78.8
o21ai_0	227	1140
nor2b_1	4	25.0
nand3_1	3	15.0
and3_1	2692	16800
a22oi_1	224	1680
buf_4	59	443
nand2_1	250	938
nand4_1	4	25.0
buf_1	7	26.3
clkbuf_8	3	41.3
edfxtp_1	3584	108000
ha_1	5	62.6
clkbuf_1	1065	4000
mux4_2	448	10100
buf_6	55	619
-- cell families (layout without fill, tap and decap cells) --
group,after synthesis,after routing,share of synthesized area (%)
xor gates and xnor gates,10,10,0.0537
other,0,46,0
buffers and inverters,1304,1470,3.51
adders and majority gates,5,5,0.0383
muxes,1346,1346,11.7
AOI/OAI and AO/OA,906,906,4.16
and+or+nand+nor,3866,3866,14.4
DFF,3596,3596,66.1
-- cells in the final DEF, fill, tap and decap left out, types with 5 or more instances in the layout --
| cell | synthesis | routed |
|---|---|---|
| a221oi_1 | 448 | 448 |
| a22oi_1 | 224 | 224 |
| and2_1 | 899 | 898 |
| and3_1 | 2692 | 2688 |
| buf_12 | 0 | 21 |
| buf_4 | 59 | 297 |
| bufinv_16 | 0 | 30 |
| clkbuf_1 | 1065 | 81 |
| clkbuf_16 | 0 | 390 |
| clkbuf_8 | 3 | 5 |
| clkdlybuf4s50_1 | 0 | 452 |
| clkinv_1 | 0 | 98 |
| clkinv_2 | 0 | 63 |
| clkinv_8 | 0 | 6 |
| clkinvlp_4 | 0 | 7 |
| dfxtp_1 | 12 | 8 |
| diode_2 | 0 | 46 |
| edfxtp_1 | 3584 | 3584 |
| ha_1 | 5 | 5 |
| inv_6 | 0 | 8 |
| mux2i_1 | 898 | 898 |
| mux4_2 | 448 | 448 |
| nand2_1 | 250 | 237 |
| nand2_4 | 0 | 13 |
| nor2_1 | 10 | 6 |
| o21ai_0 | 227 | 224 |
| xor2_1 | 9 | 9 |
-- sequential cells by signal, summed over array words and instances, names as in the netlist --
signal / flops
empty: 1
rdptr: 5
full: 1
mem: 3584
wrptr: 5
-- worst max path at each step --
stage	start	endpoint	cells past startpoint
global route	rdptr[0]	rdata_o[174]	11
CTS	rdptr[0]	rdata_o[174]	11
finish	rdptr[0]	rdata_o[174]	11
-- final cells by class --
class / count / area, µm²
well taps: 4325 / 5410
fillers: 24218 / 142000
clock buffers: 476 / 10100
flip-flops and latches: 3596 / 108000
diodes: 46 / 115
inverters: 4 / 22.5
clock inverters: 219 / 1930
multi-input cells: 6133 / 49800
repair buffers: 771 / 7180
-- per-stage QoR --
step | setup WS (ps) | power [µW] | area [µm²]
3_3_place_gp | 87640 | 1760 | 170000
3_5_place_dp | 87670 | 1760 | 170000
5_1_grt | 86320 | 2990 | 182000
6_report | 86770 | 2910 | 182000
4_1_cts | 86650 | 2920 | 182000
2_1_floorplan | 77050 | 1660 | 163000
-- power breakdown --
group,switching (µW),internal [µW]
logic,158,100
registers,12.7,1460
clock network,499,676
total,670,2240
-- metal layers --
layer | vias to the layer above | GRT usage [%] | share of wire (%)
met3 | 905 | 22.3 | 16
met2 | 6457 | 47.5 | 47
met5 | - | 1.19 | 0.087
li1 | 42766 | - | -
met1 | 47814 | 42.5 | 33
met4 | 70 | 9.97 | 3.6
Power is estimated from default activity; no workload was simulated.
