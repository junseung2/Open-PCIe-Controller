**flow/config.mk**
```make
export PLATFORM = sky130hd
export DESIGN_NAME = crc32_generator
export DESIGN_NICKNAME = crc32_generator
export VERILOG_FILES = /design/flow/design.v
export SDC_FILE = /design/flow/constraint.sdc
export NUM_CORES = 4
export LEC_CHECK = 1
export CORE_UTILIZATION = 50
```
**flow/constraint.sdc**
```tcl
current_design crc32_generator

set clk_period 81.8
set clk_io_pct 0.2

create_clock -name clk0 -period $clk_period

set non_clock_inputs [all_inputs -no_clocks]
set_input_delay [expr $clk_period * $clk_io_pct] -clock clk0 $non_clock_inputs
set_output_delay [expr $clk_period * $clk_io_pct] -clock clk0 [all_outputs]
```
**flow/design.v**
```verilog
module crc32_generator
(
    input  wire [223:0] data_i,
    output logic [31:0] crc_o
);
    logic [31:0] crc;
    integer i;
    always_comb begin
        crc = 32'hFFFFFFFF;
        for (i = 0; i < 224; i = i + 1) begin
            if ((crc[31] ^ data_i[i]) == 1'b1) begin
                crc = {crc[30:0], 1'b0} ^ 32'h04C11DB7;
            end else begin
                crc = {crc[30:0], 1'b0};
            end
        end
        crc_o = crc;
    end
endmodule
```
**flow/run.sh**
```bash
#!/bin/bash
# OpenROAD 26Q1-2900-gdf79404cd8, Yosys 0.63+post, stock flow scripts
make -C /OpenROAD-flow-scripts/flow DESIGN_CONFIG=/design/flow/config.mk WORK_HOME=/design/flow/orfs finish
```
==> run_results.csv <==
group,metric,value,unit
timing,fin_crit_sh,0.654,
min_path,min_path_type,"in2out",
detailed_routing,wl_per_cell,27.2,microns
layout,clock_buffers,0,
synth,ys_area,28700,sq um
placement,port_buffers,256,
die,fp_util,0.507,
detailed_routing,drtIter0Drc,528,
die,ios,256,
timing,timing.hold.ws,34.40,ns
die,die_y,241,microns
detailed_routing,dr.pass1.iters,5,
layout,drive_gt1_frac,0.103,
timing,max_freq,18.7,MHz
global_route,grt_start_max_net_pins,12,
placement,hpwlAfterDp,69.3,mm
setup_path,crit_type,"in2out",
layout,fill_cells,4549,
setup_path,crit_top_cell,"xnor3_1",
placement,dp.cells,2890,
setup_path,critPathMaxFanout,9,
detailed_routing,drt_drc_violations_left,0,
timing,worstMarginPinSlew,0.957,ns
layout,regArea,0,sq um
die,num_rows,87,
synth,synth_area,28700,sq um
detailed_routing,top_layer,"met5",
global_route,grt_overflow,0,
global_route,antenna_found_initial,16,
job,maxCapViolCount,0,
detailed_routing,dr_wl_met2,39.1,mm
detailed_routing,routed_wirelength,78.6,mm
setup_path,start_kind,"primary input",
clocking,cts_setup_buffers,0,
synth,synthDistinctLibCells,15,
detailed_routing,met1Wirelength,31.4,mm
synth,yosysCellCount,1883,
global_route,grt_pass1_vias,16700,
synth,avgSynthCellArea,15.2,sq um
timing,slew_headroom,0.360,
timing,rsz0062_at_grt,"false",
layout,fin_util,0.569,
die,core_area,56500,sq um
layout,numSequentialCells,0,
setup_path,end_kind,"primary output",
clocking,post_cts_resized,0,
detailed_routing,antenna_left,0,
job,warning_count,32,
detailed_routing,vias,14900,
global_route,grt_usage,0.299,
layout,syn_to_final_growth,12.2,%
timing,drv_slew,0,
setup_path,crit_slowest_cell,"clkdlybuf4s50_1",
timing,totalNegativeSetupSlack,0,ns
setup_path,slowest_delay,0.80,ns
die,chipArea,58300,sq um
die,die_w,241,microns
run_status,status,"completed",
min_path,holdCritStartpoint,"data_i[219]",
clocking,cts.hold.buffers_added,0,
setup_path,critPathTopFamily,"XOR/XNOR gates",
detailed_routing,met3_length,7.10,mm
placement,gp_congestion,0.962,
global_route,grt_pass1_wl,114,mm
setup_path,crit_buf_inv,2,
synth,yosysWarnings,1,
timing,hold_violations,0,
setup_path,startpoint,"data_i[2]",
synth,ys_seq_frac,0,
synth,synth_cells,1883,
setup_path,arrival,37.10,ns
layout,layout.cells.non_filler,2892,
timing,min_period,53.46,ns
timing,finalSetupViolCount,0,
setup_path,cp.required,65.44,ns
detailed_routing,vias_per_cell,5.16,
cell usage after synthesis (all sizes together):
cell type / instances / area [sq um]
xor2: 307 / 3100
buf: 16 / 103
inv: 3 / 11.3
clkinv: 1 / 3.75
xnor2: 781 / 7740
xor3: 117 / 2800
xnor3: 658 / 14900
layout by cell type, fill, tap and decap left out:
cell type / netlist / routed
xnor2_1: 689 / 689
xnor3_1: 599 / 599
xor2_1: 263 / 263
clkdlybuf4s50_1: 0 / 256
xor3_1: 103 / 103
xnor2_2: 73 / 73
xnor3_2: 57 / 57
xor2_2: 37 / 37
xnor2_4: 19 / 19
xor3_2: 14 / 14
buf_4: 9 / 11
xor2_4: 7 / 7
inv_1: 3 / 3
diode_2: 0 / 2
xnor3_4: 2 / 2
clkinv_1: 1 / 1
final timing paths:
kind	slack [ns]	depth (start not counted)	endpoint
setup / recovery	28.34	41	crc_o[23]
hold / removal	34.40	5	crc_o[26]
through the flow:
step                      area [sq um]  worst slack [ns]
after floorplan                  28700             32.64
after global placement           32100             28.15
after detailed placement         32100             28.28
after CTS                        32100             28.24
after global routing             32100             27.54
final                            32200             28.34
cell type report:
type / instances / area [sq um] / share of cell area
inverters: 4 / 15.0 / 0.000467
well taps: 756 / 946 / 0.0294
repair buffers: 267 / 2650 / 0.0823
multi-input cells: 1863 / 28500 / 0.888
diodes: 2 / 5.00 / 0.000156
cells by family after synthesis:
kind of cell  Yosys count  share of synthesized area
xor+xnor             1863                      0.996
buf+inv                20                    0.00410
routing by layer:
| metal | GRT usage | vias up |
|---|---|---|
| met5 | 0 | - |
| met4 | 0.0217 | 28 |
| met3 | 0.106 | 65 |
| met2 | 0.485 | 528 |
| met1 | 0.429 | 7382 |
| li1 | - | 6931 |
